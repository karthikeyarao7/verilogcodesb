**/design/flow/config.mk**
```make
export PLATFORM = sky130hd
export DESIGN_NAME = updown_counter
export DESIGN_NICKNAME = updown_counter
export VERILOG_FILES = /design/flow/design.v
export SDC_FILE = /design/flow/constraint.sdc
export NUM_CORES = 4
export LEC_CHECK = 1
export CORE_AREA = 10 10 70 70
export DIE_AREA = 0 0 80 80
```
**/design/flow/constraint.sdc**
```tcl
current_design updown_counter

set clk_period 2.8
set clk_io_pct 0.2

create_clock -name clk0 -period $clk_period [get_ports {clk}]

set non_clock_inputs [all_inputs -no_clocks]
set_input_delay [expr $clk_period * $clk_io_pct] -clock clk0 $non_clock_inputs
set_output_delay [expr $clk_period * $clk_io_pct] -clock clk0 [all_outputs]
```
**/design/flow/design.v**
```verilog
`timescale 1ns / 1ps
module updown_counter(
    input  wire clk,      
    input  wire reset,      
    input  wire up_down,    
    output reg  [3:0] count 
);
always @(posedge clk) begin
    if (reset)
        count <= 4'b0000;
    else if (up_down)
        count <= count + 1; 
    else
        count <= count - 1;
end
endmodule
```
**/design/flow/run.sh**
```bash
#!/bin/bash
# OpenROAD 26Q1-2900-gdf79404cd8, Yosys 0.63+post, stock flow scripts
make -C /OpenROAD-flow-scripts/flow DESIGN_CONFIG=/design/flow/config.mk WORK_HOME=/design/flow/orfs finish
```
==> CHANGELOG.md <==
### Changed

- Met1 usage: 0.01860
- IO Count: 7
- CP peak stage delay: 0.51 ns
- Layer with the highest usage: met3
- Relative slew slack: 0.8508
- Slowest-stage cell, CP: clkdlybuf4s50_1
- Latency at later pin: 0.24 ns
- Non-Filler Instances: 73
- Post-CTS Setup Bufs: 0
- Area Growth Syn to Fin: 73.20%
- Final setup viols: 0
- CTS Buf Count: 3
- Total clock sinks: 4
- Cell area after synthesis: 191.4 um^2
- Die width: 80 um
- Clk_skew: 0.002288 ns
- Yosys warning count: 1
- Worst path top cell family by delay: buffers and inverters
- Outcome: finished, final reports clean
- Hold Slack: 0.4853 ns
- Total power: 213.3 uW
- Crit path required time: 2.97 ns
- Setup Total Neg Slack: 0 ns
- Final min period: 1.820 ns
- Synthesized area per cell: 10.64 um^2
- Placer Congestion: 0.6517
- Largest net degree at the start of global routing: 5
- Slew Limit Fails: 0
- Die Ht: 80 um
- Peak Freq: 549.4 MHz
- Multiplexer share: 0
- Top non-seq family: adder cells
- Unrepaired setup endpoints after global routing: no
- Max clock buf depth: 2
- Final Hold Violation Tally: 0
- CTS Hold Bufs: 0
- Biggest regs: count x4
- Root buffer cell: clkbuf_4
- Count of state elements after synthesis: 4
- CP endpoint kind: flop
- Worst-path clk slew: 0.04 ns
- Final worst-path setup slack: 0.9799 ns
- Crit path max fanout: 3
- Part of the cycle the worst path needs: 0.6500
- Core Util, Final: 0.09707
- Routed vias: 162
- CTS H-Tree Depth: 1
- Post_cts resized: 0
- Synth cell types: 11
- Final instance area: 331.6 um^2
- Die ar.: 6400 um^2
- CP Data Arrival Time: 1.99 ns
- Worst vdd ir: 0.0002008 V
- Antenna violations before repair: 0
- Place WS: 0.7469 ns
- Post-Place Cells: 70
- Area leader share: 0.4183
- XOR/XNOR share of the synthesized area: 0.09150
- Startpoint Class: input port
- Post-synthesis compound-gate area fraction: 0.1111
- CTS tree: yes
- Final global-route overflow total: 0
- Fa+ha+maj area frac: 0.2353
- Antenna fix cells: 0
- Met3 Usage GRT: 0.02273
- # Max-Cap Violations: 0
- Synth Seq Share: 0.4183
- Basic Gates by Area: 0.1242
- Area leader, netlist: dfxtp_1
- Fraction of layout cells with a size suffix above 1: 0.1481
- Floorplan Utilization: 0.05604
- Top cells, area: dfxtp_1 (42%), ha_1 (13%), fa_1 (10%)
- Cells along the critical path: clkdlybuf4s50_1 > inv_1 > ha_1 > a21oi_1 > nand3_1 > a21oi_2
- Core area: 3416 um^2
- Drt first pass iters: 2
- Setup CP Type: in2reg
- Placed Area: 309.0 um^2
- Yosys Chip Area: 191.4 um^2
- CP Buf/Inv Count: 2
- Global Route Usage Sum: 0.01783
- Worst reg-to-reg setup slack: 1.64 ns
- Final wirelength: 513 um
- # DRC: 0
- Number of antenna-violating nets in the routed design: 0
- Log Warnings: 25
- Yosys cell count: 18
- Port bufs: 6
- PwrDens: 643.4 nW/um^2
- First-pass GRT wire length: 828 um
- Vias per inst: 2.219
- GR met2 Demand/Resource: 0.02167
- Max reg flops: 4
- Gate Count Post-Synth: 18
- Drt wl/cell: 7.027 um
- Register name with the most flops: count
- Number of global-route vias before repair: 167
- Tightest Pin Transition: 0.2222 ns
- HP Class: reg2reg
- DRT iter0 DRCs: 2
- Lkg Pwr: 0.1194 nW
- Rows: 21
==> cell families (layout without fill, tap and decap cells) <==
family	Yosys count	after routing
xor+xnor	2	2
fa+ha+maj	3	3
flops	4	4
simple gates	5	5
buf+inv	1	10
compound gates	3	3
==> cell usage after synthesis <==
| library cell | n |
|---|---|
| nor2_1 | 2 |
| xnor2_1 | 2 |
| ha_1 | 2 |
| fa_1 | 1 |
| dfxtp_1 | 4 |
| a21o_1 | 1 |
| a21oi_2 | 1 |
| nand3_1 | 2 |
| nor2b_1 | 1 |
| a21oi_1 | 1 |
| inv_1 | 1 |
==> per-layer routing <==
layer,up-vias,routed length (um)
li1,78,-
met1,77,225
met2,7,199
met3,0,88
met4,0,0
met5,-,0
==> layout make-up <==
class	instances	area [um^2]
clock buffer	3	22.52
fill	405	3084
multi-input combinational	13	107.6
inverter	1	3.754
timing repair buffer	6	60.06
tap	46	57.56
sequential	4	80.08
==> worst paths after layout <==
path / depth (start not counted) / startpoint / end
setup / recovery: 6 / up_down / count[3]
hold / removal: 1 / count[0] / count[0]
setup reg to reg: 4 / count[2] / count[3]
hold reg to reg: 1 / count[0] / count[0]
==> power breakdown <==
part | total, mW | switching, mW | internal (mW)
registers | 0.0765 | 0.00822 | 0.0683
logic | 0.0660 | 0.0253 | 0.0407
clock network | 0.0708 | 0.0229 | 0.0479
total | 0.213 | 0.0564 | 0.157
==> layout by cell type (no fill, tap or decap), drive strengths merged <==
master	instances
clkdlybuf4s50	6
dfxtp	4
clkbuf	3
nor2	2
xnor2	2
nand3	2
ha	2
a21oi	2
inv	1
a21o	1
nor2b	1
fa	1
Power is estimated from default activity; no workload was simulated.
